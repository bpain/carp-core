--- design/flow/run.sh ---
#!/bin/bash
# OpenROAD 26Q1-2900-gdf79404cd8, Yosys 0.63+post, stock flow scripts
make -C /OpenROAD-flow-scripts/flow DESIGN_CONFIG=/design/flow/config.mk WORK_HOME=/design/flow/orfs finish
--- design/flow/config.mk ---
export PLATFORM = sky130hd
export DESIGN_NAME = MUL_FIN
export DESIGN_NICKNAME = MUL_FIN
export VERILOG_FILES = /design/flow/design.v
export SDC_FILE = /design/flow/constraint.sdc
export NUM_CORES = 4
export LEC_CHECK = 1
export CORE_UTILIZATION = 30
--- design/flow/constraint.sdc ---
current_design MUL_FIN

set clk_period 21.3
set clk_io_pct 0.2

create_clock -name clk0 -period $clk_period

set non_clock_inputs [all_inputs -no_clocks]
set_input_delay [expr $clk_period * $clk_io_pct] -clock clk0 $non_clock_inputs
set_output_delay [expr $clk_period * $clk_io_pct] -clock clk0 [all_outputs]
--- design/flow/design.v ---
`timescale 1ns/1ps
module MUL_FIN(
    input EN,
    input SIGN,
    input UPPER,
    input [9:0] RS1_U_END,
    input [9:0] RS2_U_END,
    input [63:0] SUM,
    output logic [31:0] PROD
);
    logic [9:0] rs1_final, rs2_final;
    always_comb begin
        rs1_final = 10'b0;
        rs2_final = 10'b0;
        if(EN) begin
            rs1_final = RS1_U_END;
            rs2_final = RS2_U_END;
        end
    end
    logic [63:0] partial_prod [0:9];
    for (genvar i = 0; i < 10; i++) begin
        assign partial_prod[i] = rs2_final[i] ? ({54'b0,rs1_final} << (i+22)) : 64'd0;
    end
    wire [63:0] sum0 = partial_prod[0] + partial_prod[1];
    wire [63:0] sum1 = partial_prod[2] + partial_prod[3];
    wire [63:0] sum2 = partial_prod[4] + partial_prod[5];
    wire [63:0] sum3 = partial_prod[6] + partial_prod[7];
    wire [63:0] sum4 = partial_prod[8] + partial_prod[9];
    wire [63:0] stage_sum = sum0 + sum1 + sum2 + sum3 + sum4 + SUM;
    wire [63:0] stage_sum_n = ~stage_sum + 1;
    always_comb begin
        PROD = 32'b0;
        if(EN) begin
            if(SIGN) begin
                PROD = stage_sum_n[31:0];
                if(UPPER) begin
                    PROD = stage_sum_n[63:32];
                end
            end
            else begin
                PROD = stage_sum[31:0];
                if(UPPER) begin
                    PROD = stage_sum[63:32];
                end
            end
        end
    end
endmodule
==> out/qor.txt <==
Post-synth area hogs = sky130_fd_sc_hd__fa_1 (24%), sky130_fd_sc_hd__ha_1 (12%), sky130_fd_sc_hd__xnor2_1 (5.7%)
Max frequency = 59.8 MHz
Max-cap violation count = 0
Total Neg Setup Slack = 0 ns
DRC marker count from the first detailed-route iteration = 423
Last weighted congestion value of the routability-driven placer = 0.953
Maximum fanout encountered on the critical timing path = 52
Avg Synthesized Cell Area = 7.74 µm²
Count of clock buffers in the final design = 0
Max stage delay cell, worst path = sky130_fd_sc_hd__fa_1
# setup viols final = 0
Vias per cell = 5.30
Most Frequent Cell on Critical Path = sky130_fd_sc_hd__fa_1
Critical Path End Type = output pin
Global router's overall resource usage = 0.173
Mapped Cells = 867
Unrepaired setup endpoints after global routing = false
# diodes = 0
Warning total across the stage logs = 32
Final Total Pwr = 0.497 mW
Flip-flops = 0
Vias in the first global route = 6,081
Pre-placement core utilization = 0.307
Worst max-slew margin expressed relative to the limit = 0.518
Share of the clock period used by the worst path after layout = 0.785
Total net switching power = 0.284 mW
Chip Area = 23,000 µm²
Hold-critical path depth = 4
Final number of max-transition violations = 0
Largest incremental delay on the critical path = 0.55 ns
Required time of the worst setup path = 17.04 ns
Sequential share of power = 0
Number of different library cells in the post-synthesis netlist = 69
Power Dens Cells = 61.6 nW/µm²
Top post-synthesis cells by count = sky130_fd_sc_hd__inv_1 (94), sky130_fd_sc_hd__fa_1 (82), sky130_fd_sc_hd__nand2_1 (70), sky130_fd_sc_hd__ha_1 (66), sky130_fd_sc_hd__and3_1 (49)
FP Rows = 54
Post-place setup slack = 4.68 ns
Transition time of the tightest slew-check pin = 0.717 ns
Switch share = 0.572
Library cell with the largest summed area after synthesis = sky130_fd_sc_hd__fa_1
Clock network power share = 0
Top delay family on crit path = AND-OR/OR-AND gates
Wire per inst = 15.7 µm
Count of cells resized by post-cts repair = 0
Number of top-level design ports = 119
Antenna Violating Nets Remaining = 0
Maximum number of pins on one net before global-route repair = 69
PortBufs = 119
Comb. cell area = 6160 µm²
Buffers and inverters on the worst path = 5
Cell total in the yosys stat output = 867
FF/Latch Area = 0 µm²
Number of cells on the critical path = 22
Number of filler instances in the final layout = 2,295
CP Class = in -> out
DP HPWL = 16,000 µm
Remaining routing DRC violations = 0
Final WS setup = 4.59 ns
Critical path cell sequence = buf_2, buf_4, and3_1, fa_1, fa_1, fa_1, fa_1, inv_1, fa_1, inv_1, ha_1, a21oi_1, o21ai_1, a211oi_2, a21boi_0, o211ai_1, xor2_1, o2111ai_1, o21ai_0, o41ai_1, a2111oi_0, clkdlybuf4s50_1
Shortest period the worst path allows = 16.71 ns
GR Overflow Total = 0
Sort of element at the start of the critical path = primary input
Syn. warnings = 2
Largest voltage drop on the vdd net = 46.8 µV
Final tally of hold violations = 0
Result of the run = finished clean
Die Wd = 152 µm
Antenna violations before repair = 0
Leakage power = 3.51 nW
Crit path from = EN
Post-synth design cell area = 6710 µm²
Standard cell core area = 21,900 µm²
Power share of the combinational group = 1.000
Total length of routed wires = 19,100 µm
Cell internal power dissipation = 0.213 mW
Area Overhead vs Synth = 20.2%
Most popular library cell in the synthesized design by count = sky130_fd_sc_hd__inv_1
Data arrival, critical path = 12.45 ns
Layout cell share with drive strength beyond 1 = 0.0331
Path type of the worst min-delay path = in -> out
Height of the chip = 152 µm
Number of iterations in the first detailed-routing pass = 5
Number of setup buffers added after CTS = 0
Number of vias after detailed routing = 6,450
Area share, top type = 0.245
Yosys chip area = 6710 µm²
Worst setup endpoint = PROD[28]
Part of the Yosys area used for sequential elements = 0
Number of hold-repair buffers added at the cts stage = 0
Global-route wire length before repair = 31,100 µm
==> power by group through the flow <==
stage         clock network, mW  logic, mW  registers, mW
finish                        0      0.497              0
CTS                           0      0.499              0
global route                  0      0.560              0
==> layout make-up <==
type | count | share of cell area
inverters | 94 | 0.0437
well taps | 280 | 0.0434
multi-input cells | 720 | 0.764
repair buffers | 122 | 0.149
==> layer usage <==
layer  GRT usage  share of wire
met3      0.0156          0.044
met4      0.0109         0.0056
met2       0.274           0.46
met5           0              0
met1       0.271           0.49
==> worst min-delay path by stage <==
stage | start | endpoint | slack [ns]
finish | SUM[0] | PROD[0] | 9.62
global route | SUM[0] | PROD[0] | 9.65
CTS | SUM[0] | PROD[0] | 9.62
==> cell usage in the layout (no fill, tap or decap), types with 4 or more instances in the layout <==
cell type / count
sky130_fd_sc_hd__o41ai_1: 9
sky130_fd_sc_hd__xnor2_1: 44
sky130_fd_sc_hd__nand4_1: 15
sky130_fd_sc_hd__a21o_1: 7
sky130_fd_sc_hd__o31ai_1: 21
sky130_fd_sc_hd__o21ai_0: 45
sky130_fd_sc_hd__and4_1: 7
sky130_fd_sc_hd__a2bb2oi_1: 4
sky130_fd_sc_hd__and3_1: 49
sky130_fd_sc_hd__and2_1: 12
sky130_fd_sc_hd__fa_1: 82
sky130_fd_sc_hd__o21a_1: 4
sky130_fd_sc_hd__a21oi_1: 33
sky130_fd_sc_hd__o211ai_1: 7
sky130_fd_sc_hd__nand3_1: 41
sky130_fd_sc_hd__nor4_1: 5
sky130_fd_sc_hd__o22ai_1: 10
sky130_fd_sc_hd__ha_1: 66
sky130_fd_sc_hd__nand2b_1: 6
sky130_fd_sc_hd__xor2_1: 36
sky130_fd_sc_hd__or4_1: 6
sky130_fd_sc_hd__or3_1: 6
sky130_fd_sc_hd__a211oi_1: 16
sky130_fd_sc_hd__inv_1: 94
sky130_fd_sc_hd__clkdlybuf4s50_1: 117
sky130_fd_sc_hd__nor3_1: 13
sky130_fd_sc_hd__nand2_1: 70
sky130_fd_sc_hd__nor2_1: 33
sky130_fd_sc_hd__or2_2: 9
==> kinds of logic (layout without fill, tap and decap cells) <==
group / after synthesis / in the layout / share of synthesized area
and+or+nand+nor: 292 / 292 / 0.238
AOI/OAI and AO/OA: 199 / 199 / 0.207
adders and majority gates: 148 / 148 / 0.367
buffers and inverters: 147 / 216 / 0.0822
xor gates and xnor gates: 80 / 80 / 0.104
muxes: 1 / 1 / 0.00149
==> metrics by stage <==
stage / instance area (µm²) / util / cells / hold slack [ns]
final: 8070 / 0.369 / 1216 / 9.62
after global routing: 8070 / 0.369 / 1216 / 9.65
after CTS: 8070 / 0.369 / 1216 / 9.62
after detailed placement: 8070 / 0.369 / 1216 / 9.62
after global placement: 8070 / 0.369 / 1216 / 9.61
after floorplan: 6710 / - / 867 / 8.63
Power figures rest on the tool's default switching activity, not on a simulated workload.
