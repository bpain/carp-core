### ./config.mk
export PLATFORM = sky130hd
export DESIGN_NAME = MUL_INIT
export DESIGN_NICKNAME = MUL_INIT
export VERILOG_FILES = /design/flow/design.v
export SDC_FILE = /design/flow/constraint.sdc
export NUM_CORES = 4
export LEC_CHECK = 1
export CORE_UTILIZATION = 40
### ./constraint.sdc
current_design MUL_INIT

set clk_period 48.1
set clk_io_pct 0.2

create_clock -name clk0 -period $clk_period

set non_clock_inputs [all_inputs -no_clocks]
set_input_delay [expr $clk_period * $clk_io_pct] -clock clk0 $non_clock_inputs
set_output_delay [expr $clk_period * $clk_io_pct] -clock clk0 [all_outputs]
### ./design.v
`timescale 1ns/1ps
module MUL_INIT(
    input EN,
    input [31:0] RS1,
    input [31:0] RS2,
    input [1:0] MUL_OP,
    output logic [63:0] PROD,
    output logic [31:0] RS1_U,
    output logic [31:0] RS2_U,
    output logic SIGN,
    output logic [1:0] CYCLES
);
    logic [31:0] rs1, rs2;
    always_comb begin
        rs1 = RS1;
        rs2 = RS2;
        if(((MUL_OP == 2'b00) || (MUL_OP == 2'b01)) && ($signed(RS2) > $signed(RS1))) begin
            rs1 = RS2;
            rs2 = RS1;
        end
        if((MUL_OP == 2'b10) && ($signed(RS1) < $unsigned(RS2))) begin
            rs1 = RS2;
            rs2 = RS1;
        end
        if ((MUL_OP == 2'b11) && ($signed(RS1) < $signed(RS2))) begin
            rs1 = RS2;
            rs2 = RS1;
        end
    end
    logic rs1_n, rs2_n;
    assign rs1_n = (rs1[31] && (MUL_OP != 2'b11));
    assign rs2_n = (rs2[31] && !MUL_OP[1]);
    wire [63:0] partial_prod[10:0];    
    always_comb begin
        RS1_U = 32'b0;
        RS2_U = 32'b0;
        if(EN) begin 
            RS1_U = rs1;
            RS2_U = rs2;
            if(rs1_n) begin
                RS1_U = ~rs1 + 1;
            end
            if(rs2_n) begin
                RS2_U = ~rs2 + 1;
            end
        end
    end
    for (genvar i = 0; i < 11; i++) begin
        assign partial_prod[i] = RS2_U[i] ? ({32'b0,RS1_U} << i) : 64'd0;
    end
    wire [63:0] sum0 = partial_prod[0] + partial_prod[1];
    wire [63:0] sum1 = partial_prod[2] + partial_prod[3];
    wire [63:0] sum2 = partial_prod[4] + partial_prod[5];
    wire [63:0] sum3 = partial_prod[6] + partial_prod[7];
    wire [63:0] sum4 = partial_prod[8] + partial_prod[9];
    wire [63:0] sum5 = partial_prod[10];
    wire [63:0] stage_sum = sum0 + sum1 + sum2 + sum3 + sum4 + sum5;
    always_comb begin
        CYCLES = 2'b00;
        PROD   = 64'b0;
        SIGN   = 1'b0 ;
        if(EN) begin
            PROD = sum0 + sum1 + sum2 + sum3 + sum4 + sum5; 
            if(RS2_U[31:11] == 21'b0) begin
                CYCLES = 2'b00;
                if(rs1_n ^ rs2_n) begin
                    PROD = ~stage_sum + 1;
                    SIGN = 1'b1;
                end
            end
            else if(RS2_U[31:22] == 10'b0) begin
                CYCLES = 2'b01;
                if(rs1_n ^ rs2_n) begin
                    SIGN = 1'b1;
                end
            end
            else begin
                CYCLES = 2'b10;
                if(rs1_n ^ rs2_n) begin
                    SIGN = 1'b1;
                end
            end
        end
    end 
endmodule
### ./run.sh
#!/bin/bash
# OpenROAD 26Q1-2900-gdf79404cd8, Yosys 0.63+post, stock flow scripts
make -C /OpenROAD-flow-scripts/flow DESIGN_CONFIG=/design/flow/config.mk WORK_HOME=/design/flow/orfs finish
==> results.json <==
{
  "slowest_delay_ns": 0.81,
  "synthToLayoutAreaGrowth_pct": 13.6,
  "yosysWarnings": 1,
  "worstSetupPathType": "primary input to output port",
  "drv_cap": 0,
  "fmax_ghz": 0.0300,
  "report.final.slew_viol_count": 0,
  "fp_util_pct": 40.7,
  "avgSynthCellArea_um2": 7.32,
  "warnings": 36,
  "remaining_drc_errors": 0,
  "pre_cts_ws_ns": 15.17,
  "grt_pass1_vias": 17500,
  "die_area_um2": 43700,
  "layout_worst_path_cycle_share_pct": 69.4,
  "yosys-stat-area_um2": 17200,
  "cp-end-kind": "output port",
  "grt_max_degree": 72,
  "ff_count": 0,
  "cts_resized": 0,
  "finalSetupViolations": 0,
  "tns_ns": 0,
  "cts_hold_buf": 0,
  "leakagePower_nw": 8.75,
  "core_area_um2": 42100,
  "critPathMaxFanout": 26,
  "ys_cells": 2343,
  "hold_viol": 0,
  "synth_top_area_share_pct": 31.9,
  "yosysUniqueCellTypes": 84,
  "drt-initial-drc-count": 1130,
  "die_x_um": 209,
  "hp-class": "primary input to output port",
  "ios": 198,
  "antennaDiodeCount": 0,
  "top_area_cell": "fa_1",
  "drt-total-wl_um": 58700,
  "ir_drop_v": 0.0000470,
  "place.gp.congestion": 0.996,
  "syn_inst": 2343,
  "netlist_top_cells_area": "fa_1 32%, ha_1 8.3%, nand2_1 7.5%, inv_1 6.3%, a21oi_1 4.5%",
  "top_cell": "nand2_1",
  "via_per_inst": 5.71,
  "dr.pass1.iters": 5,
  "clkbuf_count": 0,
  "vias": 16900,
  "layout_setup_ws_ns": 14.73,
  "outcome": "complete, no violations",
  "postCtsSetupRepairBufs": 0,
  "power_mw": 1.00,
  "rsz0062_at_grt": "false",
  "ant_nets": 0,
  "grt_antenna_before_repair": 0,
  "top_cells_by_count": "342 x nand2_1, 288 x inv_1, 273 x fa_1, 205 x nor2_1, 154 x a21oi_1",
  "io_buffer_count": 198,
  "track_usage_pct": 29.1,
  "critPathMostFrequentCell": "fa_1",
  "worstSetupStartpointType": "primary input",
  "tightest_slew_ns": 0.970,
  "rows": 75,
  "regArea_um2": 0,
  "postSynthSeqShare_pct": 0,
  "dp_hpwl_um": 48100,
  "min_period_ns": 33.37,
  "dieHeight_um": 209,
  "critPathSlowestCell": "mux2i_1",
  "drive_gt1_share_pct": 3.54,
  "wl_per_cell_um": 19.8,
  "grt_pass1_wl_um": 95800,
  "cp.arrival_ns": 23.75,
  "slew_headroom_pct": 35.2,
  "netlist_area_um2": 17200,
  "grt_overflow": 0,
  "powerDensity_nw_per_um2": 51.5,
  "cp.required_ns": 38.48
}
[logic make-up after synthesis]
kind of cell	after synthesis	synth area share [%]
AND-OR/OR-AND	426	15.8
buffers and inverters	439	9.86
XOR/XNOR	80	4.09
multiplexers	53	3.14
AND/OR/NAND/NOR	958	27.0
adder cells (fa/ha/maj)	387	40.2
[layout make-up]
type                            instances  area (µm²)
Fill cell                            4138       22700
Inverter                              292        1100
Multi-Input combinational cell       1904       15500
Tap cell                              539         674
Timing Repair Buffer                  230        2220
[where the power goes]
group / internal, mW / switching [mW]
sequential: 0 / 0
combinational: 0.410 / 0.593
clock: 0 / 0
total: 0.410 / 0.593
[through the flow]
step	cells	hold slack (ns)	area, µm²	util [%]
after floorplan	2343	19.33	17200	-
after global placement	2965	20.14	19500	46.2
after detailed placement	2965	20.14	19500	46.2
after CTS	2965	20.15	19500	46.2
after global routing	2965	20.21	19500	46.2
final	2965	20.14	19500	46.2
[layer usage]
layer | vias up | track usage, % | wire, µm
met3 | 74 | 7.11 | 4490
li1 | 7979 | - | -
met1 | 8287 | 41.0 | 25200
met5 | - | 2.78 | 163
met2 | 584 | 46.0 | 27200
met4 | 4 | 6.87 | 1650
[cell usage in the layout, fill, tap and decap left out, types with 25 or more instances in the layout]
master and count:
xnor2_1 40, nand2b_1 27, nand2_1 342, a21oi_1 153, buf_4 33, nor3_1 54
mux2i_1 47, a31oi_1 31, ha_1 114, nor4_1 25, inv_1 287, and2_1 52
fa_1 273, o21ai_0 73, or3_1 34, and3_1 67, nor2_1 204, xor2_1 40
clkdlybuf4s50_1 197, nand3_1 48
[path summary, 6_finish.rpt]
kind                  startpoint   endpoint  slack [ns]  depth (start not counted)
worst max-delay path     RS1[29]   PROD[41]       14.73                         37
worst min-delay path          EN  RS2_U[26]       20.14                          3
[worst max-delay path, delay by kind of cell]
family	cells	cell delay (ns)
xor+xnor	1	0.38
fa+ha+maj	8	3.83
buf+inv	6	2.01
mux	1	0.81
simple gates	13	4.20
compound gates	8	2.86
Power is estimated from default activity; no workload was simulated.
