File: /design/flow/config.mk
export PLATFORM = sky130hd
export DESIGN_NAME = MUL_MID
export DESIGN_NICKNAME = MUL_MID
export VERILOG_FILES = /design/flow/design.v
export SDC_FILE = /design/flow/constraint.sdc
export NUM_CORES = 4
export LEC_CHECK = 1
export CORE_UTILIZATION = 40
File: /design/flow/constraint.sdc
current_design MUL_MID

set clk_period 28.0
set clk_io_pct 0.2

create_clock -name clk0 -period $clk_period

set non_clock_inputs [all_inputs -no_clocks]
set_input_delay [expr $clk_period * $clk_io_pct] -clock clk0 $non_clock_inputs
set_output_delay [expr $clk_period * $clk_io_pct] -clock clk0 [all_outputs]
File: /design/flow/design.v
`timescale 1ns/1ps
module MUL_MID(
    input EN,
    input RDY_M,
    input SIGN,
    input [10:0] RS1_U_MID,
    input [10:0] RS2_U_MID,
    input [63:0] SUM,
    output logic [63:0] PROD
);
    logic [10:0] rs1_mid, rs2_mid;
    always_comb begin
        rs1_mid = 11'b0;
        rs2_mid = 11'b0;
        if(EN) begin
            rs1_mid = RS1_U_MID;
            rs2_mid = RS2_U_MID;
        end
    end
    logic [63:0] partial_prod [0:10];
    for (genvar i = 0; i < 11; i++) begin
        assign partial_prod[i] = rs2_mid[i] ? ({53'b0,rs1_mid} << (i + 11)) : 64'd0;
    end
    wire [63:0] sum0 = partial_prod[0] + partial_prod[1];
    wire [63:0] sum1 = partial_prod[2] + partial_prod[3];
    wire [63:0] sum2 = partial_prod[4] + partial_prod[5];
    wire [63:0] sum3 = partial_prod[6] + partial_prod[7];
    wire [63:0] sum4 = partial_prod[8] + partial_prod[9];
    wire [63:0] sum5 = partial_prod[10];
    wire [63:0] stage_sum = sum0 + sum1 + sum2 + sum3 + sum4 + sum5 + SUM;
    always_comb begin
        PROD = 64'b0;
        if(EN) begin
            PROD = stage_sum; 
            if(RDY_M && SIGN) begin
                PROD = ~stage_sum + 1;
            end
        end
    end
endmodule
File: /design/flow/run.sh
#!/bin/bash
# OpenROAD 26Q1-2900-gdf79404cd8, Yosys 0.63+post, stock flow scripts
make -C /OpenROAD-flow-scripts/flow DESIGN_CONFIG=/design/flow/config.mk WORK_HOME=/design/flow/orfs finish
==> summary.txt <==
The implementation run finished. The run finished with clean final reports. According to the I/O placement log, the pin count is 153. The design has 0 sequential cells. Combined area of all synthesized cells landed at 0.00789 sq mm. The setup path with the least slack is of type input port to output pin. Fraction of the mapped netlist area in compound gates landed at 15.6%. Number of buffers added on ports landed at 153. Final cell count without fillers landed at 1413. Floorplan row count landed at 51. Number of hold violations in the final report landed at 0.

The script logs the ratio of routed vias to standard cells as 5.43. The worst setup path is captured at an output pin. The layout summary lists the proportion of cells stronger than drive strength 1 as 4.18%.

Post-DP HPWL landed at 19000 microns. The routed design shows a wire length per standard cell of 15.8 microns. Instance count of the mapped netlist landed at 1041.

Number of vias in the routed layout landed at 7670. Overall fraction of global-route tracks in use landed at 23.0%. Max-slew headroom at the worst pin landed at 48.9%. Per the synthesis report, the adder-cell share of the synthesized area is 36.7%. For reference, the top logic cell family by area is adder cells. In the finished design, the share of the clock period the worst path needs comes to 70.1%. Chip area line of the yosys report landed at 0.00789 sq mm. Actual transition at the worst max-transition pin landed at 0.758 ns. After layout, the minimum clock period comes to 19.62 ns.

Sum of negative setup slack landed at 0 ns. Tally of clock buffers in the finished layout landed at 0. OpenROAD warning count landed at 32. Setup repair after global routing left no endpoint under its margin. Largest net degree at the start of global routing landed at 74.

For this design, the slowest cell found on the critical path is sky130_fd_sc_hd__o21ai_0. Per the post-synthesis stats, the area per cell is 7.58 sq um. In this run the worst path has a maximum fanout of 73.

Per STA, the highest per-stage delay on the worst path measures 0.62 ns. The layout report lists the combined flip-flop and latch area as 0 sq um. The region available for standard cell placement spans 0.0194 sq mm. Post-CTS timing repair inserted 0 buffers for setup. STA puts the critical path data required time at 22.40 ns. The share of the core area taken by cells at floorplan is 40.7%. STA classifies the critical path startpoint as an input port.

Sequential fraction of the synthesis area landed at 0%. Post-synthesis share of cell area spent on and, or, nand and nor gates landed at 29.4%. The tool flagged a number of max-cap violations equal to 0. Per the gpl log, the routability congestion estimate is 0.920. First-pass GRT wire length landed at 36300 microns. Worst path arrival time landed at 14.02 ns. The most critical min-delay path falls under input port to output pin.

Total chip power landed at 510 uW. Post-synthesis xor/xnor area fraction landed at 8.88%. Counting pins that exceed their max-slew limit in the final report gives 0. X dimension of the die landed at 142 microns. Number of distinct library cells after synthesis landed at 83. The initial antenna violation count came to 0. In this run, placement finished with an instance count of 1413. Buffers inserted to repair hold after CTS numbered 0. Top achievable clock speed landed at 0.0510 GHz. For this design the static power due to leakage is 4.16 nW. Via count of the first global-routing pass landed at 6993.

Tally of yosys warning messages landed at 2. Antenna diode count landed at 0. Recorded from the global router log, the overflow total was 0. For this block, the routed nets add up to 22300 microns of wire. The floorplan step set the die height to 142 microns. Number of optimization iterations in the first detailed-route pass landed at 5.

Count of final setup violators landed at 0. Maximum vdd ir drop landed at 0.0000548 V. Final worst slack landed at 8.38 ns. Multiplexer share of the synthesized area landed at 0.507%.

Post-synthesis to final-layout area growth landed at 20.8%. Area of the die landed at 0.0203 sq mm. Remaining antenna violation count after routing landed at 0. The synthesized netlist was found by Yosys to have 1041 cells.

Per the summary, power density relative to cell area is 53.5 mW/mm^2. In the routed design, unresolved DRC markers number 0. Total of fill cells in the finished design landed at 1959. The violation tally recorded at the end of detailed-routing iteration 0 is 438. Leaving out fill and tap cells, the most frequent cell in the layout is sky130_fd_sc_hd__clkdlybuf4s50_1. Setup slack on the worst path after placement came out at 8.48 ns. Post-cts repair resize count landed at 0. In the layout the commonest cells are sky130_fd_sc_hd__clkdlybuf4s50_1, sky130_fd_sc_hd__nand2_1, sky130_fd_sc_hd__inv_1, sky130_fd_sc_hd__fa_1, sky130_fd_sc_hd__nor2_1.
## cell type report
cell class	count	area (sq um)	area share, %
inverters	120	450	4.73
well taps	265	332	3.48
multi-input cells	870	7190	75.4
repair buffers	158	1560	16.4
## through the flow
step / instance area (sq um) / utilization (%) / hold slack [ns]
after detailed placement: 9530 / 49.1 / 12.21
final: 9530 / 49.1 / 12.22
after global placement: 9530 / 49.1 / 12.21
after floorplan: 7890 / - / 11.27
after CTS: 9530 / 49.1 / 12.21
after global routing: 9530 / 49.1 / 12.28
## per-layer routing
| layer | wire, microns | global-route usage [%] | vias up |
|---|---|---|---|
| met1 | 11000 | 38.6 | 3628 |
| met4 | 125 | 1.47 | 0 |
| met5 | 0 | 0 | - |
| met2 | 9720 | 33.7 | 256 |
| met3 | 1440 | 2.74 | 8 |
| li1 | - | - | 3778 |
## worst max-delay path, delay by kind of cell
family,cells,cell delay (ns)
buffers and inverters,8,1.28
adders and majority gates,6,2.97
and+or+nand+nor,6,2.49
AOI/OAI and AO/OA,5,1.44
xor gates and xnor gates,1,0.23
## kinds of logic (layout without fill, tap and decap cells)
group | after synthesis | in the layout
xor+xnor | 80 | 80
buf+inv | 171 | 278
simple gates | 445 | 445
compound gates | 170 | 170
fa+ha+maj | 171 | 171
mux | 4 | 4
## worst paths after layout
path | start | end | slack (ns) | cells past startpoint
setup / recovery | EN | PROD[48] | 8.38 | 26
hold / removal | EN | PROD[10] | 12.22 | 4
## Yosys cell counts, drive strengths merged (4+ instances only)
| library cell | instances | share of area, % |
|---|---|---|
| nor2 | 83 | 3.9 |
| nor4 | 15 | 1.6 |
| o21a | 6 | 0.57 |
| xnor2 | 48 | 5.3 |
| and4 | 10 | 1.1 |
| a21o | 9 | 0.87 |
| nor2b | 4 | 0.32 |
| a21oi | 51 | 3.8 |
| or4 | 11 | 1.3 |
| fa | 101 | 26 |
| or3 | 14 | 1.1 |
| ha | 70 | 11 |
| a211oi | 9 | 1.1 |
| clkbuf | 38 | 1.9 |
| o31ai | 10 | 1.0 |
| inv | 120 | 5.7 |
| nand4 | 23 | 1.8 |
| nand2 | 129 | 6.2 |
| and2 | 21 | 1.7 |
| mux2i | 4 | 0.51 |
| nor3 | 31 | 2.0 |
| xor2 | 32 | 3.6 |
| o211ai | 10 | 1.0 |
| o21ai | 36 | 2.5 |
| nand3 | 29 | 1.9 |
| buf | 12 | 1.3 |
| a31oi | 12 | 1.1 |
| and3 | 58 | 4.6 |
## power breakdown
group | total [mW] | internal [mW] | switching [mW]
logic | 0.510 | 0.218 | 0.293
clock network | 0 | 0 | 0
registers | 0 | 0 | 0
total | 0.510 | 0.218 | 0.293
No activity file was given, so power comes from the tool's default toggle rates.
